$ cat flow/design.v
module deserializer (
    input   logic               clk,
    input   logic               rst_n,
    input   logic               Cin,
    input   logic   [7 : 0]     Din,
    output  logic               Done,
    output  logic   [31 : 0]    Dout
);
logic [31 : 0] tmp;
logic [1 : 0] cnt;
logic sending;
always_ff @(posedge clk) begin
    Done <= 'b0;
    if (!rst_n) begin
        tmp <= 'b0;
        cnt <= 'b0;
        Done <= 'b0;
        sending <= 'b0;
    end else if (Cin) begin 
        tmp[7 : 0] <= Din;
        cnt <= 'b0;
        sending <= 'b1;
        Done = 'b0;
    end
    else if (sending) begin 
        tmp <= (tmp << 8);
        tmp[7 : 0] <= Din;
        cnt <= cnt + 'b1;
        if (cnt == 2'b11) begin
            Done <= 'b1;
            sending <= 'b0;
        end
    end
end
assign Dout = (sending) ? 'b0 : tmp;
endmodule
module serdes (
    input   logic               clk,
    input   logic               rst_n,
    input   logic               Cin,
    input   logic   [31 : 0]    Din,
    output  logic   [31 : 0]    Dout,
    output  logic               Done
);
logic [7 : 0]Dout_ser;
logic Done_ser;
serializer serializer_inst (
    .clk(clk),
    .rst_n(rst_n),
    .Cin(Cin),
    .Din(Din),
    .Dout(Dout_ser),
    .Done(Done_ser)
);
deserializer deserializer_inst (
    .clk(clk),
    .rst_n(rst_n),
    .Cin(Cin),
    .Din(Dout_ser),
    .Dout(Dout),
    .Done(Done)
);
endmodule
module serializer (
    input   logic               clk,
    input   logic               rst_n,
    input   logic               Cin,
    input   logic   [31 : 0]    Din,
    output  logic   [7 : 0]     Dout,
    output  logic               Done
);
logic [31 : 0] tmp;
logic [1 : 0] cnt;
logic sending;
always_ff @(posedge clk) begin
    if (!rst_n) begin
        tmp <= 'b0;
        cnt <= 'b0;
        Done <= 'b0;
        sending <= 'b0;
    end else begin 
    if (cnt == 'b0) Done = 'b0;
    if (Cin) begin 
        tmp <= Din;
        cnt <= 'b0;
        sending <= 'b1;
        Done = 'b0;
    end
    else if (sending) begin 
        tmp <= (tmp << 8);
        cnt <= cnt + 'b1;
        if (cnt == 'b11) begin
            Done = 'b1;
            sending = 'b0;
            end
        end
    end
end
assign Dout = tmp[31 : 24];
endmodule
$ cat flow/config.mk
export PLATFORM = sky130hd
export DESIGN_NAME = serdes
export DESIGN_NICKNAME = serdes
export VERILOG_FILES = /design/flow/design.v
export SDC_FILE = /design/flow/constraint.sdc
export NUM_CORES = 4
export LEC_CHECK = 1
export CORE_UTILIZATION = 30
$ cat flow/run.sh
#!/bin/bash
# OpenROAD 26Q1-2900-gdf79404cd8, Yosys 0.63+post, stock flow scripts
make -C /OpenROAD-flow-scripts/flow DESIGN_CONFIG=/design/flow/config.mk WORK_HOME=/design/flow/orfs finish
$ cat flow/constraint.sdc
current_design serdes

set clk_period 3.6
set clk_io_pct 0.2

create_clock -name clk0 -period $clk_period [get_ports {clk}]

set non_clock_inputs [all_inputs -no_clocks]
set_input_delay [expr $clk_period * $clk_io_pct] -clock clk0 $non_clock_inputs
set_output_delay [expr $clk_period * $clk_io_pct] -clock clk0 [all_outputs]
==> flow_summary.yaml <==
# synthesis and place-and-route metrics
run_status:
  outcome: "finished, final reports clean"
final_timing:
  maxSlewViolCount: 0
  finalClockSkew_ps: 6.84
  rsz0062_at_grt: "false"
  setup_tns_ps: 0
  fmax_ghz: 0.379
  hold_viol: 0
  slew_headroom_pct: 41.7
  fin_crit_sh_pct: 73.4
  post-route-min-period_ps: 2640
  setup_ws_ps: 958
  tightestPinTransition_ps: 875
  setup_viol_count_final: 0
power_and_ir_drop:
  power_frac_comb_pct: 9.0
  power_density_nw_per_um2: 448
  p_switching_uw: 399
  p_clk_share_pct: 44.9
  swShare_pct: 21.6
  p_seq_share_pct: 46.1
  power.internal_uw: 1440
  p_leak_uw: 0.00143
  finalPower_uw: 1840
  peakVddDrop_uv: 269
layout:
  lay_top_count: "dfxtp_1"
  fin_util_pct: 40.0
  lay_top_cells: "dfxtp_1, clkdlybuf4s50_1, nand2_1"
  layout-drive-gt1-share_pct: 11.2
  syn_to_final_growth_pct: 30.1
global_routing:
  grt_max_degree: 52
  grt_pass1_wl_mm: 10.9
  antenna_found_initial: 0
  grt_usage_pct: 12.1
  first_global_vias: 2290
  gr-total-overflow: 0
worst_setup_path:
  cp.required_ps: 2880
  worstPathMaxFanout: 27
  arrival_ps: 1920
  cp-end-kind: "output port"
  critPathKind: "reg2out"
  cp-start-kind: "register"
synth:
  ys_types: 22
  ys_seq_share_pct: 45.0
  yosysWarnings: 2
  avgSynthCellArea_um2: 9.14
  mappedNetlistArea_um2: 3160
  numSynthFlops: 71
  ys_cells: 346
  synth_cells: 346
  ys_chip_area_um2: 3160
route:
  wl_met1_mm: 3.31
  met2WireLength_mm: 2.52
  totalWireLength_mm: 6.35
  wire_per_inst_um: 11.8
  drtIter0Drc: 54
  firstDrtPassIters: 4
  wl_met3_um: 477
  num_antenna_cells: 0
  ant_nets: 0
  vias: 2403
  drc: 0
  viasPerCell: 4.46
  top_layer_used: "met4"
clock_network:
  cts.path.max_buffers: 2
  cts_sinks: 71
  insertion_delay_ps: 340
  htreeDepth: 3
  path_clk_slew_ps: 80
  cts_setup_buffers: 0
  hold_buffers: 0
  cts_tree: "done"
  root_buffer: "clkbuf_8"
  cts_made_buffers: 9
  cts_resized: 0
place:
  numPortBuffers: 67
  place_ws_ps: 905
  routabilityCongestion: 0.822
  dpl.hpwl_mm: 4.35
die:
  io_pins: 68
  num_rows: 37
  core_um2: 10300
  dieWidth_um: 105
  chipArea_um2: 11000
  initCoreUtil_pct: 30.8
  die_y_um: 105
min_path:
  hold_path_class: "reg2reg"
run:
  maxCapViolations: 0
  tool_warnings: 25
[power by group through the flow]
| stage | clock, uW | sequential, uW | combinational (uW) |
|---|---|---|---|
| final | 827 | 849 | 167 |
| after global routing | 881 | 854 | 186 |
| after CTS | 847 | 850 | 169 |
[cell usage after synthesis]
library cell,number,area share [%]
o21ai_0,25,4.0
nor2_1,5,0.59
dfxtp_1,71,45
clkbuf_2,2,0.32
nand2_1,57,6.8
buf_4,4,0.95
clkbuf_1,11,1.3
buf_2,5,0.79
nor2_2,1,0.20
nor2b_1,40,7.9
ha_1,2,0.79
mux2i_1,26,8.2
nor3b_1,8,1.9
nor2b_4,1,0.44
o21ai_1,7,1.1
xnor2_1,2,0.55
a21boi_2,20,7.1
a21boi_0,14,3.3
inv_2,1,0.12
nand2b_1,3,0.59
buf_6,8,2.8
a21oi_1,33,5.2
[metrics by stage]
step,instances,hold slack (ps),cell area (um2)
finish,539,463,4110
global route,539,483,4110
CTS,539,467,4110
detailed placement,523,456,3840
global placement,523,450,3840
floorplan,346,413,3160
[path summary, 6_finish.rpt]
path | cells past startpoint | end | slack, ps | startpoint
max | 3 | Dout[0] | 960 | deserializer_inst.sending
min | 2 | deserializer_inst.tmp[24] | 460 | deserializer_inst.tmp[24]
max reg2reg | 4 | deserializer_inst.tmp[31] | 1570 | deserializer_inst.sending
min reg2reg | 2 | deserializer_inst.tmp[24] | 460 | deserializer_inst.tmp[24]
[kinds of logic (layout without fill, tap and decap cells)]
group / after synthesis / in the layout / synth area share, %
muxes: 26 / 26 / 8.23
adders and majority gates: 2 / 2 / 0.791
DFF: 71 / 71 / 45.0
buffers and inverters: 31 / 88 / 6.33
AOI/OAI and AO/OA: 99 / 99 / 20.7
and+or+nand+nor: 115 / 115 / 18.4
xor gates and xnor gates: 2 / 2 / 0.554
[sequential cells by signal, indices dropped and copies added, names as in the netlist]
register,count
deserializer_inst.cnt,2
serializer_inst.tmp,32
serializer_inst.sending,1
deserializer_inst.tmp,32
deserializer_inst.Done,1
serializer_inst.cnt,2
deserializer_inst.sending,1
[layer usage]
metal	global-route usage (%)	vias up
li1	-	1268
met1	18.5	1062
met2	17.7	66
met5	0	-
met3	3.81	7
met4	0.905	0
[worst max-delay path, stage by stage (launching register included)]
cell             delay, ps
dfxtp_1                850
buf_12                 250
nor2b_1                 80
clkdlybuf4s50_1        400
[cell type report]
class | count | area, um2
repair buffers | 71 | 708
inverters | 1 | 3.75
clock buffers | 9 | 124
fillers | 1016 | 6160
multi-input cells | 244 | 1540
flip-flops and latches | 71 | 1420
well taps | 136 | 170
clock inverters | 7 | 145
