<file path="flow/design.v">
module ecc_dec #(
  parameter K       = 4,  
  parameter LATENCY = 0,  
  parameter P0_LSB  = 1,  
  parameter m = calculate_m(K),
  parameter n = m + K
)
(
  input              rst_ni,      
  input              clk_i,       
  input              clkena_i,    
  input      [n  :0] d_i,         
  output reg [K-1:0] q_o,         
  output reg [m  :0] syndrome_o,  
  output reg         sb_err_o,    
  output reg         db_err_o,    
  output reg         sb_fix_o     
);
function integer calculate_m(input integer k);
  integer m;
begin
  m=1;
  while (2**m < m+k+1) m++;
  calculate_m = m;
end
endfunction  
function [m:1] calculate_syndrome(input [n:0] cw);
  integer p_idx, cw_idx;
begin
    calculate_syndrome = 0;
    for (p_idx =1; p_idx <=m; p_idx++)   
    for (cw_idx=1; cw_idx<=n; cw_idx++)  
      if (|(2**(p_idx-1) & cw_idx)) calculate_syndrome[p_idx] = calculate_syndrome[p_idx] ^ cw[cw_idx];
end
endfunction  
function [n:0] correct_codeword(input [n:0] cw, input [m:1] syndrome);
    correct_codeword = cw;
    correct_codeword[syndrome] = ~correct_codeword[syndrome];
endfunction  
function [K-1:0] extract_q(input [n:0] cw);
  integer bit_idx, cw_idx;
begin
    bit_idx=0;  
    for (cw_idx=1; cw_idx<=n; cw_idx++)  
      if (2**$clog2(cw_idx) != cw_idx)
        extract_q[bit_idx++] = cw[cw_idx];
end
endfunction  
function is_power_of_2(input int arg);
    is_power_of_2 = (arg & (arg-1)) == 0;
endfunction
function information_error(input [m:1] syndrome);
begin
    information_error = |syndrome & !is_power_of_2(syndrome);
end
endfunction  
wire          parity;       
logic         parity_reg;
wire  [m  :1] syndrome;     
logic [m  :1] syndrome_reg;
wire  [n  :0] cw_fixed;     
wire  [n  :0] d;
logic [n  :0] d_reg;
wire  [K-1:0] q;
wire          sb_err;
wire          db_err;
wire          sb_fix;
assign d = P0_LSB ? d_i : {d_i[n-1:0],d_i[n]};
assign parity = ^d;
assign syndrome = calculate_syndrome(d);
generate
  if (LATENCY > 1)
  begin : gen_regi
      always @(posedge clk_i or negedge rst_ni)
        if (!rst_ni)
        begin
            d_reg        <= {n+1{1'b0}};
            parity_reg   <= 1'b0;
            syndrome_reg <= {m{1'b0}};
        end
        else if (clkena_i)
        begin
            d_reg        <= d;
            parity_reg   <= parity;
            syndrome_reg <= syndrome;
        end
  end
  else
  begin : gen_noregi
      assign d_reg        = d;
      assign parity_reg   = parity;
      assign syndrome_reg = syndrome;
  end
endgenerate
assign cw_fixed = correct_codeword(d_reg, syndrome_reg); 
assign q = extract_q(cw_fixed);
assign sb_err =  parity_reg & |syndrome_reg;
assign db_err = ~parity_reg & |syndrome_reg;
assign sb_fix =  parity_reg & |information_error(syndrome_reg);
generate
  if (LATENCY > 0)  
  begin : gen_rego  
      always @(posedge clk_i or negedge rst_ni)
        if (!rst_ni)
        begin
            q_o        <= {K{1'b0}};
            syndrome_o <= {m+1{1'b0}};
            sb_err_o   <= 1'b0;
            db_err_o   <= 1'b0;
            sb_fix_o   <= 1'b0;
        end
        else if (clkena_i)
        begin
            q_o        <= q;
            syndrome_o <= P0_LSB ? {syndrome_reg, parity_reg} : {parity_reg, syndrome_reg};
            sb_err_o   <= sb_err;
            db_err_o   <= db_err;
            sb_fix_o   <= sb_fix;
        end
  end
  else
  begin : gen_norego  
      always_comb
      begin
          q_o        = q;
          syndrome_o = P0_LSB ? {syndrome_reg, parity_reg} : {parity_reg, syndrome_reg};
          sb_err_o   = sb_err;
          db_err_o   = db_err;
          sb_fix_o   = sb_fix;
      end
  end
endgenerate
endmodule
</file>
<file path="flow/run.sh">
#!/bin/bash
# OpenROAD 26Q1-2900-gdf79404cd8, Yosys 0.63+post, stock flow scripts
make -C /OpenROAD-flow-scripts/flow DESIGN_CONFIG=/design/flow/config.mk WORK_HOME=/design/flow/orfs finish
</file>
<file path="flow/config.mk">
export PLATFORM = sky130hd
export DESIGN_NAME = ecc_dec
export DESIGN_NICKNAME = ecc_dec
export VERILOG_FILES = /design/flow/design.v
export SDC_FILE = /design/flow/constraint.sdc
export NUM_CORES = 4
export LEC_CHECK = 1
export CORE_AREA = 10 10 70 70
export DIE_AREA = 0 0 80 80
</file>
<file path="flow/constraint.sdc">
current_design ecc_dec

set clk_period 3.4
set clk_io_pct 0.2

create_clock -name clk0 -period $clk_period

set non_clock_inputs [all_inputs -no_clocks]
set_input_delay [expr $clk_period * $clk_io_pct] -clock clk0 $non_clock_inputs
set_output_delay [expr $clk_period * $clk_io_pct] -clock clk0 [all_outputs]
</file>
==> Implementation_results.wiki <==
== Metrics ==
{| class="wikitable"
! Metric !! Value
|-
| Outcome || finished, final reports clean
|-
| Via count of the first global-routing pass || 622
|-
| Final setup margin || about 0.07 ns
|-
| Post-Synthesis Mean Instance Area || 7.727 µm²
|-
| Maximum fanout encountered on the critical timing path || 7
|-
| Input/output buffers || 19
|-
| Chain of cells forming the critical path || dlygate4sd2_1, buf_4, or4_1, a21oi_1, a41oi_1, o211ai_4, a31oi_1, clkdlybuf4s50_1
|-
| Share of final-layout standard cells stronger than drive strength 1 || 45.76%
|-
| Clk_buf instances || 0
|-
| PD cells || 269.7 nW/µm²
|-
| Category of the worst setup path launch point || input port
|-
| Final HPWL DP || about 1.3 mm
|-
| Worst setup path start || d_i[2]
|-
| Remaining max-slew budget at the tightest pin || 77.57%
|-
| Bufs and invs on worst path || 3
|-
| Initial antenna violation count || 0
|-
| Distinct lib cells || 37
|-
| Sequential standard cell area || 0 µm²
|-
| Class of the tightest hold or removal check || in2out
|-
| OpenROAD warning count || 36
|-
| Tightest Pin Transition || 0.3338 ns
|-
| CP endpoint kind || primary output
|-
| Global-route wire length before repair || between 2 and 3 mm
|-
| Post-layout minimum cycle time || ~3.3 ns
|-
| Setup TNS || 0 ns
|-
| Routability congestion estimate from global placement || 0.8677
|-
| Kind of cell adding the most delay to the critical path || buffers and inverters
|-
| Area reported by Yosys stat || between 500 and 600 µm²
|-
| Placeable core region || approximately 3400 µm²
|-
| Wire length after detailed routing || 1.667 mm
|-
| Pre-CTS worst setup slack || -0.3501 ns
|-
| Origin of the worst min-delay path || d_i[5]
|-
| Die Y-Extent || roughly 80 µm
|-
| Synthesis Warnings || 1
|-
| Cell Rows || 21
|-
| DRC || 0
|-
| Io pins || 22
|-
| Synth-to-Final Area Change || 97.37%
|-
| Final-layout fill cell count || 358
|-
| Highest-delay cell along the critical path || sky130_fd_sc_hd__or4_1
|-
| Leakage power total || 0.5060 nW
|-
| Number of standard cells after synthesis || 74
|-
| Highest-count cells in the layout ignoring fill and taps || 29 x sky130_fd_sc_hd__buf_4, 9 x sky130_fd_sc_hd__clkdlybuf4s50_1, 8 x sky130_fd_sc_hd__nor2_1, 6 x sky130_fd_sc_hd__xnor2_2
|-
| Die x size || 80 µm
|-
| MI comb area || about 630 µm²
|-
| Count of final setup violators || 0
|-
| Seq Cell Count || 0
|-
| Maximum number of pins on one net before global-route repair || 10
|-
| Placed Cells || between 150 and 200
|-
| Peak VDD IR || 0.09426 mV
|-
| N_diodes || 0
|-
| Post-synthesis cell count from yosys || about 74
|-
| Detailed Route Iter0 Violations || 11
|-
| Tally of non-filler cells in the final layout || 164
|-
| WP data arrival || 2.65 ns
|-
| DRT Pass-1 Iters || 2
|-
| Post-synth top area cell || sky130_fd_sc_hd__xnor2_2
|-
| Vias/cell || roughly 4.0
|-
| Antenna Violating Nets Remaining || 0
|-
| Fraction of the core area occupied by cells at floorplan || ~17%
|-
| Total die size || roughly 6400 µm²
|-
| Synth top area share || about 11%
|-
| Hold violation total from the final report || 0
|-
| Most common cell after layout, fill and taps aside || sky130_fd_sc_hd__buf_4
|-
| Tcrit/Tclk final || 97.95%
|-
| Main area contributors || sky130_fd_sc_hd__xnor2_2 11%, sky130_fd_sc_hd__xnor2_1 7.7%, sky130_fd_sc_hd__nor2_1 5.3%
|-
| Data required time of the worst path || approximately 2.7 ns
|-
| Sequential area share after synthesis || 0%
|-
| Crit-path max cell delay || about 0.49 ns
|-
| Post-Syn Area || 571.8 µm²
|-
| Maximum frequency from static timing analysis || 300.3 MHz
|-
| Hold WS || just over 2 ns
|-
| Remaining global-route overflow || 0
|-
| DR vias || 653
|-
| Overall track demand over capacity in global routing || 5.051%
|-
| Number of pins exceeding their max-slew limit in the final report || 0
|-
| Mean routed wirelength per cell || 10.16 µm
|-
| CP Class || in2out
|-
| Max_cap viols || 0
|}
[cell type report]
class	count	share of cell area, %
inverters	4	1.330
repair buffers	51	38.14
well taps	46	5.100
multi-input cells	63	55.43
[timing repair]
item / CTS / global route
gates resized: 21 / 13
hold buffers: 0 / 0
buffers inserted: 4 / 3
pin swaps: 11 / 12
setup endpoints to repair: 7 / 5
[metal layers]
metal  vias up  global-route usage, %  wire, µm
met2         9                  8.266       807
met5         -                      0         0
li1        353                      -         -
met1       291                  7.124       779
met3         0                 0.6818        79
met4         0                 0.3521         0
[logic make-up after synthesis]
| group | after synthesis | share of synthesized area [%] |
|---|---|---|
| simple gates | 29 | 29.32 |
| compound gates | 18 | 23.63 |
| xor+xnor | 13 | 29.76 |
| buf+inv | 11 | 11.16 |
| fa+ha+maj | 2 | 4.376 |
| mux | 1 | 1.751 |
[Yosys cell counts (2+ instances only)]
| cell type | number |
|---|---|
| sky130_fd_sc_hd__xor2_1 | 2 |
| sky130_fd_sc_hd__xnor2_1 | 5 |
| sky130_fd_sc_hd__ha_1 | 2 |
| sky130_fd_sc_hd__buf_4 | 3 |
| sky130_fd_sc_hd__a21oi_1 | 3 |
| sky130_fd_sc_hd__buf_2 | 3 |
| sky130_fd_sc_hd__and2_1 | 2 |
| sky130_fd_sc_hd__a31oi_1 | 3 |
| sky130_fd_sc_hd__nor2_1 | 8 |
| sky130_fd_sc_hd__xnor2_2 | 4 |
| sky130_fd_sc_hd__o21a_1 | 3 |
| sky130_fd_sc_hd__nand2_1 | 5 |
| sky130_fd_sc_hd__inv_1 | 4 |
| sky130_fd_sc_hd__nand3_1 | 2 |
| sky130_fd_sc_hd__nor3b_1 | 2 |
| sky130_fd_sc_hd__nor3_1 | 2 |
[metrics by stage]
stage	total power [mW]	utilization, %	cell area, µm²
5_1_grt	0.3325	33.04	1129
6_report	0.3043	33.04	1129
3_5_place_dp	0.2568	28.06	958.4
3_3_place_gp	0.2555	28.06	958.4
4_1_cts	0.2826	30.99	1059
2_1_floorplan	0.1175	-	571.8
[path summary, 6_finish.rpt]
path	to	slack, ns	depth (start not counted)
hold / removal	q_o[1]	2.04	6
setup / recovery	q_o[3]	0.07	8
[where the power goes]
part	switching [mW]	internal, mW	total, mW
clock	0	0	0
combinational	0.110	0.194	0.304
sequential	0	0	0
No activity file was given, so power comes from the tool's default toggle rates.
