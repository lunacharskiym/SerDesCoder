==> design.v <==
module descrambler (
    input   logic   clk, rst_n, start,
    input   logic   in,
    output  logic   done,
    output  logic   out
);
logic [0 : 11] shift_reg = 12'h89F;
logic tmp_xor = 'b0;
logic [4 : 0] count;
logic shifting;
always_ff @(posedge clk) begin
    done <= 'b0;
    if (!rst_n) begin
        shift_reg = 12'h89F;
        tmp_xor = 'b0;
        count = 'b0;
    end
    else if (start) begin
        shifting <= 'b1;
        done <= 'b0;
    end
    else if (shifting) begin
        tmp_xor <= shift_reg[1] ^ shift_reg[8] ^ shift_reg[11];
        shift_reg <= shift_reg >> 1;
        shift_reg[0] <= tmp_xor;
        count <= count + 1;
        if (count == 5'd31) begin
           done <= 'b1; 
           shifting = 'b0;
        end
    end
end
assign out = (shifting) ? tmp_xor ^ in : 'b0;
endmodule
module deserializer (
    input   logic               clk,
    input   logic               rst_n,
    input   logic               Cin,
    input   logic   [7 : 0]     Din,
    output  logic               Done,
    output  logic   [31 : 0]    Dout
);
logic [31 : 0] tmp;
logic [1 : 0] cnt;
logic sending;
always_ff @(posedge clk) begin
    Done <= 'b0;
    if (!rst_n) begin
        tmp <= 'b0;
        cnt <= 'b0;
        Done <= 'b0;
        sending <= 'b0;
    end else if (Cin) begin 
        tmp[7 : 0] <= Din;
        cnt <= 'b0;
        sending <= 'b1;
        Done = 'b0;
    end
    else if (sending) begin 
        tmp <= (tmp << 8);
        tmp[7 : 0] <= Din;
        cnt <= cnt + 'b1;
        if (cnt == 2'b11) begin
            Done <= 'b1;
            sending <= 'b0;
        end
    end
end
assign Dout = (sending) ? 'b0 : tmp;
endmodule
module manchester_decoder (
    input logic data_in,
    input logic clk,
    output logic data_out
);
assign data_out = data_in ^ clk;
endmodule
module manchester_encoder (
    input logic data_in,
    input logic clk,
    output logic data_out
);
assign data_out = data_in ^ clk;
endmodule
module scrambler (
    input   logic   clk, rst_n, start,
    input   logic   in,
    output  logic   done,
    output  logic   out
);
logic [0 : 11] shift_reg = 12'h89F;
logic tmp_xor = 'b0;
logic [4 : 0] count;
logic shifting;
always_ff @(posedge clk) begin
    done <= 'b1;
    if (!rst_n) begin
        shift_reg = 12'h89F;
        tmp_xor = 'b0;
        count = 'b0;
    end
    else if (start) begin
        shifting <= 'b1;
        done <= 'b0;
    end
    else if (shifting) begin
        tmp_xor <= shift_reg[1] ^ shift_reg[8] ^ shift_reg[11];
        shift_reg <= shift_reg >> 1;
        shift_reg[0] <= tmp_xor;
        count <= count + 1;
        if (count == 5'd31) begin
           done <= 'b1; 
           shifting = 'b0;
        end
    end
end
assign out = (shifting) ? tmp_xor ^ in : 'b0;
endmodule
module serializer (
    input   logic               clk,
    input   logic               rst_n,
    input   logic               Cin,
    input   logic   [31 : 0]    Din,
    output  logic   [7 : 0]     Dout,
    output  logic               Done
);
logic [31 : 0] tmp;
logic [1 : 0] cnt;
logic sending;
always_ff @(posedge clk) begin
    if (!rst_n) begin
        tmp <= 'b0;
        cnt <= 'b0;
        Done <= 'b0;
        sending <= 'b0;
    end else begin 
    if (cnt == 'b0) Done = 'b0;
    if (Cin) begin 
        tmp <= Din;
        cnt <= 'b0;
        sending <= 'b1;
        Done = 'b0;
    end
    else if (sending) begin 
        tmp <= (tmp << 8);
        cnt <= cnt + 'b1;
        if (cnt == 'b11) begin
            Done = 'b1;
            sending = 'b0;
            end
        end
    end
end
assign Dout = tmp[31 : 24];
endmodule
module tx_top(
    input   logic   clk, rst_n, Cin,
    input   logic   [31 : 0] Din,
    output  logic   [31 : 0] Dout
);
logic   [7 : 0] Dout_ser;
logic           Done_ser;
serializer ser_inst (
    .clk(clk),
    .rst_n(rst_n),
    .Cin(Cin),
    .Din(Din),
    .Dout(Dout_ser),
    .Done(Done_ser)
);
logic [7 : 0] done_scr;
logic [7 : 0] done_dscr;
logic [7 : 0] out_scr;
logic [7 : 0] data_out_me;
logic [7 : 0] data_out_md;
logic [7 : 0] out_dscr;
genvar i;
generate
    for (i = 0; i < 8; i++) begin: stage 
    scrambler scr_inst (
        .clk(clk),
        .in(Dout_ser[i]),
        .rst_n(rst_n),
        .start(Cin),
        .done(done_scr[i]),
        .out(out_scr[i])
    );
    manchester_encoder me_inst (
        .clk(clk),
        .data_in(out_scr[i]),
        .data_out(data_out_me[i])
    );
    manchester_decoder md_inst (
        .clk(clk),
        .data_in(data_out_me[i]),
        .data_out(data_out_md[i])
    );
    descrambler dscr_inst (
        .clk(clk),
        .in(data_out_md[i]),
        .rst_n(rst_n),
        .start(Cin),
        .out(out_dscr[i]),
        .done(done_dscr[i])
    );
    end
endgenerate
deserializer des_inst (
    .clk(clk),
    .rst_n(rst_n),
    .Cin(Cin),
    .Din(out_dscr),
    .Dout(Dout),
    .Done(Done)
);
endmodule
==> run.sh <==
#!/bin/bash
# OpenROAD 26Q1-2900-gdf79404cd8, Yosys 0.63+post, stock flow scripts
make -C /OpenROAD-flow-scripts/flow DESIGN_CONFIG=/design/flow/config.mk WORK_HOME=/design/flow/orfs finish
==> config.mk <==
export PLATFORM = sky130hd
export DESIGN_NAME = tx_top
export DESIGN_NICKNAME = tx_top
export VERILOG_FILES = /design/flow/design.v
export SDC_FILE = /design/flow/constraint.sdc
export NUM_CORES = 4
export LEC_CHECK = 1
export CORE_UTILIZATION = 50
==> constraint.sdc <==
current_design tx_top

set clk_period 4.3
set clk_io_pct 0.2

create_clock -name clk0 -period $clk_period [get_ports {clk}]

set non_clock_inputs [all_inputs -no_clocks]
set_input_delay [expr $clk_period * $clk_io_pct] -clock clk0 $non_clock_inputs
set_output_delay [expr $clk_period * $clk_io_pct] -clock clk0 [all_outputs]
==> results.py <==
# Synthesis and PnR figures
metrics = {
    "critical_path": {
        "end_kind": "primary output",
        "critical_path_arrival_ps": 1910,
        "r2r-end": "des_inst.tmp[16]",
        "cp_max_fo": 33,
        "flop_to_flop_setup_slack_ps": 2660,
        "critical_path_class": "flop to primary output",
        "critical_path.reg2reg.startpoint": "des_inst.sending",
        "worstSetupStartpointType": "flop",
        "worst_ep_required_time_ps": 3440,
        "count_of_cells_along_the_worst_register_to_register_path": 5,
    },
    "final_timing": {
        "post-route-period-util": 0.645,
        "finalWorstSetupSlack_ps": 1530,
        "tns_ps": 0,
        "final-max-slew-violation-count": 0,
        "setup_viol": 0,
        "final_hold_viol_count": 0,
        "pin_slew_with_the_least_headroom_to_its_limit_ps": 731,
        "max_clock_freq_mhz": 360,
        "grt_setup_unrepaired": "false",
        "final_period_minus_worst_setup_slack_ps": 2770,
        "finalClockSkew_ps": 15.9,
        "maxSlewHeadroom": 0.513,
    },
    "grt": {
        "grt_pass1_vias": 10231,
        "grt_first_pass_wirelength_mm": 48.6,
        "grt_remaining_overflow": 0,
        "maximum_number_of_pins_on_one_net_before_global_route_repair": 94,
        "grt_use_total": 0.196,
        "antenna_found_initial": 0,
    },
    "synthesis": {
        "edf_count": 16,
        "postSynth.topFlopCell": "sky130_fd_sc_hd__dfxtp_1",
        "synth-seq-cells": 374,
        "syn_avg_cell_area_um2": 8.38,
        "post_synth_instance_area_um2": 15100,
        "synth-cells-yosys": 1799,
        "yosys.cell_types.count": 32,
        "synth_sequential_area_ratio": 0.507,
        "yosys_warnings": 5,
        "asyncSetResetFlopFracSynth": 0,
        "post_synth_inst_count": 1799,
        "yosysChipArea_um2": 15100,
    },
    "hold_path": {
        "cells_on_worst_hold_path": 2,
        "hp-start": "stage[0].scr_inst.shift_reg[0]",
        "hold_class": "flop to flop",
        "worstHoldEndpoint": "stage[0].scr_inst.shift_reg[1]",
    },
    "flow_run": {
        "cap_violations": 0,
        "warnings": 25,
    },
    "drt": {
        "detail-route-antenna-nets": 0,
        "detail_route.drc_violations": 0,
        "routed_via_density": 5.04,
        "drt-initial-drc-count": 603,
        "antenna_cells_inserted": 0,
        "routed_wire_length_per_instance_um": 12.8,
        "total_wirelength_mm": 28.5,
        "drt-pass1-iter-count": 5,
        "routed_vias": 11193,
    },
    "cts": {
        "cts.root.buffer_cell": "sky130_fd_sc_hd__clkbuf_16",
        "clkSinkCount": 374,
        "post_cts_buffers": 0,
        "maximum_number_of_buffers_from_clock_root_to_sink": 3,
        "clkLatencyLatePin_ps": 530,
        "number_of_buffers_created_by_cts": 40,
        "clk_pin_slew_ps": 60,
        "cts_tree": "yes",
        "post_cts_hold_buffer_count": 0,
        "cts-htree-levels": 2,
        "cts_repair_resize_count": 0,
    },
    "placement": {
        "portBuffers": 66,
        "dpl_worst_slack_ps": 1500,
        "gp_routability_congestion": 0.798,
        "dp.final_hpwl_mm": 16.8,
    },
    "floorplan": {
        "fp.dieH_um": 176,
        "design.die.area_um2": 30900,
        "coreArea_um2": 29600,
        "floorplan.die.width_um": 176,
        "floorplan.core_util": 0.509,
        "number_of_placed_i_o_pins": 67,
        "floorplan.rows": 63,
    },
    "finish": {
        "multi_input_comb_area_um2": 6690,
        "flop_area_um2": 7650,
        "fillCellCount": 2602,
        "final_layout_top_logic_cells": "561 x sky130_fd_sc_hd__nand2_1, 358 x sky130_fd_sc_hd__dfxtp_1, 186 x sky130_fd_sc_hd__a21oi_1, 152 x sky130_fd_sc_hd__nand3_1, 64 x sky130_fd_sc_hd__clkdlybuf4s50_1",
        "area_delta_synth_final_pct": 12.9,
        "layout-drive-gt1-share": 0.0699,
        "most_frequent_standard_cell_in_the_layout_excluding_fill_and_tap_cells": "sky130_fd_sc_hd__nand2_1",
    },
    "power": {
        "leakage_nw": 6.96,
        "power_density_nw_per_um2": 449,
        "worst_ir_drop_vdd_mv": 0.338,
    },
    "outcome": {
        "outcome": "completed",
    },
}
## worst max-delay path, cell delays in order (launching register included)
cell	delay [ps]
sky130_fd_sc_hd__dfxtp_1	480
sky130_fd_sc_hd__buf_4	370
sky130_fd_sc_hd__nor2b_1	120
sky130_fd_sc_hd__clkdlybuf4s50_1	430
## report_power, final
group / internal (mW) / total [mW] / switching (mW)
Combinational: 0.251 / 0.584 / 0.333
Clock: 1.93 / 3.26 / 1.33
Sequential: 3.67 / 3.79 / 0.123
## per-layer routing
layer  GRT usage  vias up  wire [um]
met1       0.306     5087      14400
met4      0.0315        0        451
met2       0.305      151      12300
met5     0.00641        -          0
li1            -     5917          -
met3      0.0278       38       1310
## cell usage after synthesis, drive strengths merged (2+ instances only)
master	instances	share of area
nand2	561	0.14
dfxtp	358	0.48
a21oi	186	0.062
nand3	152	0.050
buf	69	0.029
clkbuf	63	0.016
nor2b	56	0.023
nor2	44	0.011
xor2	40	0.023
ha	34	0.028
xnor2	34	0.020
o21ai	33	0.011
mux2	24	0.018
inv	18	0.0045
nand2b	18	0.013
and3	16	0.0066
edfxtp	16	0.032
nand3b	16	0.0080
o31ai	16	0.0080
or3	16	0.0066
nor3b	9	0.0048
a211o	8	0.0046
nand4	8	0.0033
mux2i	2	0.0013
## worst max path at each step
stage | slack [ps] | cells past startpoint | end | start
final | 1530 | 3 | Dout[7] | des_inst.sending
after global routing | 1400 | 3 | Dout[0] | des_inst.sending
after CTS | 1500 | 3 | Dout[7] | des_inst.sending
## cell families (layout without fill, tap and decap cells)
group           after synthesis  in the layout  share of synthesized area
mux                          26             26                     0.0193
fa+ha+maj                    34             34                     0.0282
simple gates                897            897                      0.268
xor+xnor                     74             74                     0.0430
flops                       374            374                      0.507
compound gates              244            244                     0.0858
buf+inv                     150            183                     0.0489
## layout make-up
cell class | count | area share
clock buffers | 60 | 0.0685
clock inverters | 11 | 0.00558
inverters | 18 | 0.00426
multi-input cells | 1275 | 0.393
flip-flops and latches | 374 | 0.449
well taps | 390 | 0.0287
repair buffers | 94 | 0.0508
## metrics by stage
stage | instances | hold slack [ps] | area (um^2) | total power [mW] | util
after floorplan | 1799 | 432 | 15100 | 4.30 | -
after global placement | 2151 | 437 | 15800 | 4.45 | 0.532
after detailed placement | 2151 | 441 | 15800 | 4.46 | 0.532
after CTS | 2222 | 446 | 17000 | 7.74 | 0.575
after global routing | 2222 | 457 | 17000 | 7.98 | 0.575
final | 2222 | 441 | 17000 | 7.64 | 0.575
No activity file was given, so power comes from the tool's default toggle rates.
